`flow/config.mk`:
```
export PLATFORM = sky130hd
export DESIGN_NAME = FourDigitCount
export DESIGN_NICKNAME = FourDigitCount
export VERILOG_FILES = /design/flow/design.v
export SDC_FILE = /design/flow/constraint.sdc
export NUM_CORES = 4
export LEC_CHECK = 1
export CORE_AREA = 10 10 100 100
export DIE_AREA = 0 0 110 110
```
`flow/constraint.sdc`:
```
current_design FourDigitCount

set clk_period 2.4
set clk_io_pct 0.2

create_clock -name clk0 -period $clk_period [get_ports {clk}]

set non_clock_inputs [all_inputs -no_clocks]
set_input_delay [expr $clk_period * $clk_io_pct] -clock clk0 $non_clock_inputs
set_output_delay [expr $clk_period * $clk_io_pct] -clock clk0 [all_outputs]
```
`flow/design.v`:
```
`timescale 1ns / 1ps
module FourDigitCount(
    input clk,
    input rst,
    input En,
    output reg [1:0]curDigit,
    output reg [3:0]first,
    output reg [3:0]second,
    output reg [3:0]third,
    output reg [3:0]fourth
    );
always @ (posedge clk, posedge rst)
    begin
    curDigit <= 2'b00; 
        if (rst) begin
            first <= 0;
            second <= 0;
            third <= 0;
            fourth <= 0;
        end
        else if (first==4'd9 && En)
        begin   
            first <= 0;
            curDigit <= 2'b01;
            if (second == 4'd9 && En) 
            begin  
                second <= 0;
                curDigit <= 2'b10;
                if (third == 4'd9 && En) 
                begin  
                    third <= 0;
                    curDigit <= 2'b11;
                    if (fourth == 4'd9 && En)  
                        fourth <= 0;
                    else
                        fourth <= fourth +1;
                end
                else
                   third <= third +1;
             end
             else
                second <= second + 1;
        end
        else
            first <= first + 1;
    end      
endmodule
```
`flow/run.sh`:
```
#!/bin/bash
# OpenROAD 26Q1-2900-gdf79404cd8, Yosys 0.63+post, stock flow scripts
make -C /OpenROAD-flow-scripts/flow DESIGN_CONFIG=/design/flow/config.mk WORK_HOME=/design/flow/orfs finish
```
==> results.py <==
# Auto-generated metrics
metrics = {
    "place": {
        "gp_congestion": 0.792,
        "place_hpwl_um": 1830,
        "port_buffers": 20,
        "dpl_cell_area_mm2": 0.00127,
        "place_inst": 209,
    },
    "routing": {
        "wl_met3_um": 152,
        "vias_per_cell": 3.44,
        "wl_met2_um": 1040,
        "wl_per_cell_um": 11.2,
        "drt_wl_total_um": 2370,
        "drc_errors": 0,
        "antenna-diode-count": 0,
        "met1_length_um": 1180,
        "routed.top_layer": "met3",
        "drt_iter0_markers": 27,
        "num_vias": 730,
        "ant_nets": 0,
        "first_pass_iters": 4,
    },
    "final_timing": {
        "slew-limit-headroom_pct": 54.7,
        "rsz0062_at_grt": "no",
        "fin_crit_ps": 1880,
        "fin_worst_skew_ps": 0.644,
        "fin_crit_sh_pct": 78.3,
        "fmax_mhz": 532,
        "hold_violations": 0,
        "fin_setup_tns_ps": 0,
        "drv_slew": 0,
        "whs_ps": 524,
        "setup_viol": 0,
        "tightest_slew_ps": 679,
    },
    "setup_path": {
        "crit_fanout": 7,
        "crit_chain": "clkdlybuf4s50_1 > nand4b_2 > nor3_2 > mux2_2",
        "worstSetupPathType": "input pin to register",
        "crit_arrival_ps": 2010,
        "critical-path-max-stage-delay_ps": 630,
        "critPathLaunchType": "input pin",
        "worst_setup_path_end_kind": "register",
        "path_buffers": 1,
        "required_ps": 2530,
        "path_delay_family": "buffers and inverters",
        "crit_slowest_cell": "clkdlybuf4s50_1",
    },
    "global_route": {
        "grt_pass1_vias": 731,
        "antenna_found_initial": 0,
        "grt_max_degree": 19,
        "grt_first_pass_wirelength_um": 3800,
        "overflow": 0,
        "grt_usage_pct": 3.96,
    },
    "clocking": {
        "clock_tree.root_cell": "clkbuf_8",
        "numCtsBuffers": 3,
        "clk_pin_slew_worst_paths_ps": 60,
        "post_cts.repair.setup_buffers": 0,
        "cts_hold_buf": 0,
        "clockBufferDepth": 2,
        "insertion_delay_ps": 250,
        "cts_tree": "yes",
        "htreeDepth": 1,
        "postCtsResizedCells": 0,
        "cts.sinks": 18,
    },
    "logic_synthesis": {
        "synth_cell_types": 26,
        "syn-cell-area_um2": 940,
        "yosysSeqAreaShare_pct": 47.9,
        "synth_flops": 18,
        "top_area_share_pct": 47.9,
        "yosysChipArea_um2": 940,
        "synthCells": 86,
        "yosysWarnings": 1,
        "edf_count": 0,
        "ys_cells": 86,
        "synth.avg_cell_area_um2": 10.9,
        "top_area_cell": "dfrtp_1",
        "yosysMostFrequentCell": "dfrtp_1",
        "flop_cell": "dfrtp_1",
        "topCellsByArea": "dfrtp_1 (48%), ha_1 (11%), mux2_2 (4.8%), and4b_1 (4.3%), nand3_1 (3.7%)",
        "synthArstFlopShare_pct": 100,
        "common_cells": "dfrtp_1 (18), nor2_1 (9), ha_1 (8)",
    },
    "die": {
        "coreArea_mm2": 0.00781,
        "ios": 21,
        "die_width_um": 110,
        "core_util_floorplan_pct": 12.0,
        "die-area_mm2": 0.0121,
        "fp-row-count": 32,
        "chipHeight_um": 110,
    },
    "pwr": {
        "vdd_ir_drop_max_mv": 0.209,
        "power.leakage_uw": 0.000554,
        "power_density_mw_per_mm2": 768,
    },
    "final_layout": {
        "drive_gt1_share_pct": 11.8,
        "fill_cells": 864,
        "post-route-util_pct": 16.8,
        "syn2layout_area_growth_pct": 39.7,
        "fin_area_mm2": 0.00131,
        "stdcell_count": 212,
    },
    "job": {
        "max_cap_viol_count": 0,
        "openroad.warnings": 29,
    },
    "run_status": {
        "outcome": "finished, final reports clean",
    },
    "min_path": {
        "hp-class": "register to register",
    },
}
-- layer usage --
layer  up-vias  GRT usage [%]
met1       354           5.52
li1        358              -
met5         -              0
met3         0           1.76
met4         0          0.372
met2        18           5.76
-- logic make-up (layout without fill, tap and decap cells) --
kind of cell / Yosys count / count (layout) / synth area share, %
simple gates: 30 / 30 / 20.1
flops: 18 / 18 / 47.9
compound gates: 15 / 15 / 9.85
buf+inv: 9 / 33 / 4.79
fa+ha+maj: 8 / 8 / 10.7
mux: 4 / 4 / 4.79
xor+xnor: 2 / 2 / 1.86
-- worst register-to-register path: cells and delay by family, from the launching register on --
kind	cells	cell delay [ps]
fa+ha+maj	1	180
simple gates	2	500
mux	1	360
buf+inv	1	90
flops	1	410
-- per-stage QoR --
| step | worst slack (ps) | total power [uW] |
|---|---|---|
| 3_5_place_dp | 261 | 813 |
| 2_1_floorplan | 859 | 621 |
| 6_report | 522 | 1010 |
| 4_1_cts | 507 | 1030 |
| 3_3_place_gp | 275 | 814 |
| 5_1_grt | 434 | 1090 |
-- cell usage in the layout (no fill, tap or decap) --
master / netlist / routed
a211oi_1: 1 / 1
a21oi_1: 2 / 2
a41oi_1: 1 / 1
and3_1: 1 / 1
and4b_1: 4 / 4
buf_4: 1 / 3
clkbuf_8: 0 / 3
clkdlybuf4s50_1: 0 / 20
dfrtp_1: 18 / 18
ha_1: 8 / 8
inv_1: 7 / 7
mux2_2: 4 / 4
nand2_1: 3 / 3
nand3_1: 7 / 7
nand4_1: 1 / 1
nand4b_1: 1 / 1
nand4b_2: 2 / 2
nor2_1: 9 / 9
nor3_2: 1 / 1
o21a_1: 1 / 1
o21ai_0: 7 / 7
o22ai_1: 1 / 1
o311ai_0: 1 / 1
o41ai_1: 1 / 1
or4_1: 1 / 1
xnor2_1: 1 / 1
xor2_1: 1 / 1
-- power breakdown --
| part | total [uW] | leakage [uW] | internal, uW | switching [uW] |
|---|---|---|---|---|
| clock network | 204 | 0.0000216 | 111 | 92.9 |
| logic | 359 | 0.000307 | 209 | 150 |
| registers | 445 | 0.000225 | 364 | 80.8 |
-- registers in the layout, indices dropped and copies added, names as in the netlist --
signal	cells
curDigit	2
first	4
second	4
fourth	4
third	4
-- final cells by class --
type	instances	area, um2	area share [%]
Timing Repair Buffer	23	223	17.0
Inverter	7	26.3	2.00
Multi-Input combinational cell	59	444	33.8
Sequential cell	18	450	34.3
Clock buffer	3	41.3	3.15
Tap cell	102	128	9.72
-- worst paths after layout --
check / slack (ps) / cells after the start / from / end
hold reg to reg: 520 / 1 / first[0]$_DFF_PP0_ / first[0]$_DFF_PP0_
setup reg to reg: 750 / 5 / second[1]$_DFFE_PP0P_ / fourth[1]$_DFFE_PP0P_
max in group asynchronous: 1330 / 2 / rst / curDigit[0]$_DFF_PP0_
min in group asynchronous: 630 / 2 / rst / second[0]$_DFFE_PP0P_
hold / removal: 520 / 1 / first[0]$_DFF_PP0_ / first[0]$_DFF_PP0_
setup / recovery: 520 / 4 / En / fourth[1]$_DFFE_PP0P_
No activity file was given, so power comes from the tool's default toggle rates.
