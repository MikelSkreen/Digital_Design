<file path="flow/design.v">
`timescale 1ns / 1ps
module sseg_Decoder(
	input clk,
	input rst,
	input [3:0]digit1,
	input [3:0]digit2,
	input [3:0]digit3,
	input [3:0]digit4,
	input [3:0]digit5,
	input [3:0]digit6,
	input [3:0]digit7,
	input [3:0]digit8,
	output [6:0]seg,
	output [7:0]an,
	output reg dp
	);
	localparam N = 18;
	reg [7:0]an_temp;
    reg [6:0]sseg_temp;
    reg [3:0]sseg;
	reg [N-1:0]count;  
always @ (posedge clk or posedge rst)
begin
    if (rst)
        count <= 0;
    else
        count <= count + 1;
end
always@(*)
begin
    case(count[N-1:N-2])  
    2'b00: begin
        sseg = digit1;
        an_temp = 8'b11111110;
        dp = 1'b1;
    end
    2'b01: begin
        sseg = digit2;
        an_temp = 8'b11111101;
        dp = 1'b1;
    end
    2'b10: begin
        sseg = digit3;
        an_temp = 8'b11111011;
        dp = 1'b1;
    end
    2'b11: begin
        sseg = digit4;
        an_temp = 8'b11110111;
        dp = 1'd1;
    end
    endcase
end
    always @ (*)
    begin
        case(sseg)
            4'd0 : sseg_temp = 7'b1000000;  
            4'd1 : sseg_temp = 7'b1111001;  
            4'd2 : sseg_temp = 7'b0100100;  
            4'd3 : sseg_temp = 7'b0110000;  
            4'd4 : sseg_temp = 7'b0011001;  
            4'd5 : sseg_temp = 7'b0010010;  
            4'd6 : sseg_temp = 7'b0000010;  
            4'd7 : sseg_temp = 7'b1111000;  
            4'd8 : sseg_temp = 7'b0000000;  
            4'd9 : sseg_temp = 7'b0010000;  
            4'd10 : sseg_temp = 7'b0001000; 
            4'd11 : sseg_temp = 7'b0000011; 
            4'd12 : sseg_temp = 7'b1000110; 
            4'd13 : sseg_temp = 7'b0100001; 
            4'd14 : sseg_temp = 7'b0000110; 
            4'd15 : sseg_temp = 7'b0001110; 
            default : sseg_temp = 7'b0111111;  
        endcase
    end
    assign an[3:0] = an_temp[3:0];
    assign seg = sseg_temp;
     assign an[7:4] = 6'b111111;
endmodule
</file>
<file path="flow/run.sh">
#!/bin/bash
# OpenROAD 26Q1-2900-gdf79404cd8, Yosys 0.63+post, stock flow scripts
make -C /OpenROAD-flow-scripts/flow DESIGN_CONFIG=/design/flow/config.mk WORK_HOME=/design/flow/orfs finish
</file>
<file path="flow/config.mk">
export PLATFORM = sky130hd
export DESIGN_NAME = sseg_Decoder
export DESIGN_NICKNAME = sseg_Decoder
export VERILOG_FILES = /design/flow/design.v
export SDC_FILE = /design/flow/constraint.sdc
export NUM_CORES = 4
export LEC_CHECK = 1
export CORE_AREA = 10 10 98 98
export DIE_AREA = 0 0 108 108
</file>
<file path="flow/constraint.sdc">
current_design sseg_Decoder

set clk_period 3.2
set clk_io_pct 0.2

create_clock -name clk0 -period $clk_period [get_ports {clk}]

set non_clock_inputs [all_inputs -no_clocks]
set_input_delay [expr $clk_period * $clk_io_pct] -clock clk0 $non_clock_inputs
set_output_delay [expr $clk_period * $clk_io_pct] -clock clk0 [all_outputs]
</file>
==> results_tabular.tex <==
% Generated from flow reports
\begin{tabular}{lr}
\hline
Metric & Value \\
\hline
\multicolumn{2}{l}{\textbf{Synthesis}} \\
Area figure in the yosys stat output & 0.00116 sq mm \\
Post-Syn Area & 0.00116 sq mm \\
Number of cells in the yosys synthesis report & 108 \\
Library cells used by synthesis & 29 \\
Yosys warnings & 1 \\
Synthesized area divided by synthesized cell count & 10.7 sq um \\
Synthesized instance count & 108 \\
Register bit count reported by yosys & 18 \\
Post-synth seq share & 38.9\% \\
\multicolumn{2}{l}{\textbf{Hold path}} \\
Endpoint of the worst hold path & count[6] \\
Tightest Hold Check Type & register to register \\
Instance count along the most critical hold path & 1 \\
Min-Delay Startpoint & count[6] \\
\multicolumn{2}{l}{\textbf{Final layout}} \\
Fraction of layout cells with a size suffix above 1 & 20.7\% \\
Area Overhead vs Synth & 44.9\% \\
Leading cell types in the layout, fill and taps excluded & 18 x dfrtp\_1, 18 x clkdlybuf4s50\_1, 10 x xnor2\_1 \\
Largest register FFs & 18 \\
Final core utilization & 21.9\% \\
Number of filler cells placed in the layout & 806 \\
Largest register by flop count & count \\
Largest regs & count x18 \\
\multicolumn{2}{l}{\textbf{CTS}} \\
Depth of the CTS H-tree & 1 \\
Skew-Pair Late Insertion Delay & 0.25 ns \\
CTS tree & built \\
Number of buffers added by the clock tree synthesis step & 3 \\
Clock input transition at the sequential cells of the worst setup and hold paths & 0.06 ns \\
TritonCTS Sinks & 18 \\
Clk buf depth & 2 \\
Clock tree root buffer cell & clkbuf\_8 \\
\multicolumn{2}{l}{\textbf{Power and ir drop}} \\
PwrDens & 290 mW/mm\^{}2 \\
Overall power & 0.486 mW \\
Maximum resistive drop on vdd & 0.000359 V \\
Reported leakage power & 0.768 nW \\
\multicolumn{2}{l}{\textbf{Final timing}} \\
Worst hold-check slack & 0.471 ns \\
Final worst path period need & 3.24 ns \\
Maximum clock frequency & 309 MHz \\
Count of endpoints failing setup in the final report & 2 \\
Max-Slew Margin vs Limit & 55.4\% \\
Worst clock skew & 0.00317 ns \\
RSZ-0062 raised after global routing & true \\
Number of hold violations in the final report & 0 \\
Slew at the pin closest to its max-slew limit & 0.669 ns \\
Fraction of the cycle the final worst path needs & 101\% \\
Final Slew Violations & 0 \\
Post-layout worst setup margin & -0.0378 ns \\
\multicolumn{2}{l}{\textbf{Drt}} \\
Routed wire length & 2620 um \\
Via Count & 853 \\
Average wire length per cell after detail routing & 10.6 um \\
Antenna Cells & 0 \\
Drt drc & 0 \\
Antenna-violating nets left & 0 \\
Number of DRC markers in iteration 0 & 23 \\
DRT Pass-1 Iters & 4 \\
Via count normalized by instance count & 3.45 \\
\multicolumn{2}{l}{\textbf{GRT}} \\
Number of antenna violations at the first check in global routing & 0 \\
Vias in the first global route & 847 \\
Overall routing resource usage & 4.15\% \\
Total global routing overflow & 0 \\
Wire length of the first global-routing pass & 4050 um \\
Maximum number of pins on one net before global-route repair & 19 \\
\multicolumn{2}{l}{\textbf{Worst setup path}} \\
Start-to-end type of the worst setup path & primary input to output pin \\
Worst path buffer plus inverter count & 5 \\
Series of cell instances along the critical path & clkdlybuf4s50\_1 > mux4\_2 > inv\_2 > buf\_4 > ha\_4 > inv\_1 > o22ai\_2 > clkdlybuf4s50\_1 \\
Top cell family by delay on the critical path & buffers and inverters \\
Crit-path most repeated cell & clkdlybuf4s50\_1 \\
Crit path launch type & primary input \\
Worst r2r path cells & 5 \\
Flop2flop setup slack & 1.69 ns \\
Setup crit end kind & output pin \\
R2R Path Start & count[0] \\
Endpoint of the worst-slack reg-to-reg timing path & count[10] \\
Highest fanout seen on the critical path & 4 \\
Arrival time at the worst endpoint & 2.60 ns \\
Required time of the critical path & 2.56 ns \\
Slowest cell on crit path & mux4\_2 \\
Critical path's largest stage delay & 0.55 ns \\
\multicolumn{2}{l}{\textbf{Floorplan}} \\
Die area & 0.0117 sq mm \\
Horizontal extent of the die & 108 um \\
CORE AREA & 0.00765 sq mm \\
Top-Level Pins & 50 \\
Starting Density & 15.1\% \\
Chip Height & 108 um \\
Core Rows & 32 \\
\multicolumn{2}{l}{\textbf{Place}} \\
Placed wire-length estimate after detailed placement & 2010 um \\
Final RePlAce weighted congestion & 0.782 \\
Post-placement worst setup slack & -0.252 ns \\
\# port buffers & 28 \\
\multicolumn{2}{l}{\textbf{Status}} \\
Outcome & complete, but fails checks \\
Violations in the final reports & negative setup slack \\
\multicolumn{2}{l}{\textbf{Flow run}} \\
Tool warnings & 48 \\
Max cap viols & 0 \\
\hline
\end{tabular}
layer usage:
metal / track usage (%) / share of wire, %
met4: 0.0954 / 0.15
met5: 0 / 0
met3: 0.904 / 3.0
met1: 5.90 / 47
met2: 6.72 / 49
synth_stat cells:
cell	instances	area [sq um]
a21oi_1	1	5.00
a32o_1	1	10.0
and3_1	1	6.26
and4_1	1	8.76
buf_2	1	5.00
buf_4	5	37.5
buf_6	2	22.5
conb_1	1	3.75
dfrtp_1	18	450
ha_1	7	87.6
inv_1	8	30.0
mux2_2	2	22.5
mux2i_1	2	20.0
mux4_1	2	52.6
mux4_2	3	67.6
nand2_1	8	30.0
nand2b_1	2	12.5
nand3_1	5	25.0
nand4_1	5	31.3
nor2_1	7	26.3
nor3_1	2	10.0
nor3b_1	1	7.51
o21ai_1	2	10.0
o22ai_1	2	12.5
or2_2	1	6.26
or2_4	1	8.76
or2b_1	1	7.51
xnor2_1	10	87.6
xor2_1	6	52.6
cells by family after synthesis:
group | synth area share (%)
and+or+nand+nor | 15.6
DFF | 38.9
xor gates and xnor gates | 12.1
buffers and inverters | 8.22
muxes | 14.1
adders and majority gates | 7.57
AOI/OAI and AO/OA | 3.24
other | 0.324
worst register-to-register path, cell delays in order, from the launching register on:
cell and delay, ns:
dfrtp_1 0.38, ha_1 0.19, nand3_1 0.15, nor2_1 0.33, and4_1 0.26, xor2_1 0.14
worst max path at each step:
stage,from,to,slack (ns),depth (start not counted)
4_1_cts,digit3[0],seg[2],-0.10,8
5_1_grt,digit1[0],seg[1],-0.10,9
6_report,digit1[0],seg[2],-0.04,8
cell type report:
class                      count  area, sq um  share of cell area, %
inverter                       8         30.0                   1.79
clock buffer                   4         55.1                   3.28
tap                          102          128                   7.61
timing repair buffer          37          348                   20.7
multi-input combinational     78          666                   39.7
sequential                    18          450                   26.9
power by group:
| part | internal, mW | switching (mW) | total [mW] | leakage (nW) |
|---|---|---|---|---|
| clock network | 0.109 | 0.0697 | 0.179 | 0.0288 |
| logic | 0.0493 | 0.0305 | 0.0797 | 0.498 |
| registers | 0.228 | 0 | 0.228 | 0.242 |
through the flow:
step           instances  setup TNS (ns)  area (sq um)
6_report             247         -0.0677          1680
4_1_cts              245          -0.268          1620
3_5_place_dp         241           -1.36          1570
3_3_place_gp         241           -1.39          1570
2_1_floorplan        112               0          1170
5_1_grt              247          -0.211          1680
what timing repair did:
item / 4_1_cts / 5_1_grt
setup buffers: 0 / 2
endpoints found under the setup margin: 7 / 3
hold buffers: 0 / 0
pin swaps: 0 / 1
gates resized: 14 / 11
cloned: 0 / 0
Power and IR drop assume default switching activity.
