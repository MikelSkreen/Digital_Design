`./design.v`:
```
`timescale 1ns / 1ps
module SevenSegmentDisplay(
    input clk,
	 input rst,
    input [3:0] d0,
    input [3:0] d1,
    input [3:0] d2,
    input [3:0] d3,
    output reg [7:0] seg,
    output reg [3:0] an
    );
	reg [9:0] count = 0;
	reg [7:0] d0_seg, d1_seg, d2_seg, d3_seg;
	always @(posedge(clk)) begin
		if (rst)	count <= 0;
		else		count <= count + 1;
		if (count < 255) begin
			seg <= d3_seg;
			an <= 4'b0111;
		end else if (count < 511) begin
			seg <= d2_seg;
			an <= 4'b1011;
		end else if (count < 767) begin
			seg <= d1_seg;
			an <= 4'b1101;
		end else if (count < 1000) begin
			seg <= d0_seg;
			an <= 4'b1110;
		end else if (count > 1000) begin
			count <= 0;
		end
		else begin
			an <= 4'b1111;
			seg <= 8'b11111111;
		end
	end
	always @(d0, d1, d2, d3) begin
		case (d0)
			4'b0000: d0_seg <= 8'b11000000;
			4'b0001: d0_seg <= 8'b11111001;
			4'b0010: d0_seg <= 8'b10100100;
			4'b0011: d0_seg <= 8'b10110000;
			4'b0100: d0_seg <= 8'b10011001;
			4'b0101: d0_seg <= 8'b10010010;
			4'b0110: d0_seg <= 8'b10000010;
			4'b0110: d0_seg <= 8'b11111000;
			4'b1000: d0_seg <= 8'b10000000;
			4'b1001: d0_seg <= 8'b10010000;
			4'b1010: d0_seg <= 8'b10001000;
			4'b1011: d0_seg <= 8'b10000011;
			4'b1100: d0_seg <= 8'b10100111;
			4'b1101: d0_seg <= 8'b10100001;
			4'b1110: d0_seg <= 8'b10000110;
			4'b1111: d0_seg <= 8'b10001110;
			default: d0_seg <= 8'b11111111;
		endcase
				case (d1)
			4'b0000: d1_seg <= 8'b11000000;
			4'b0001: d1_seg <= 8'b11111001;
			4'b0010: d1_seg <= 8'b10100100;
			4'b0011: d1_seg <= 8'b10110000;
			4'b0100: d1_seg <= 8'b10011001;
			4'b0101: d1_seg <= 8'b10010010;
			4'b0110: d1_seg <= 8'b10000010;
			4'b0110: d1_seg <= 8'b11111000;
			4'b1000: d1_seg <= 8'b10000000;
			4'b1001: d1_seg <= 8'b10010000;
			4'b1010: d1_seg <= 8'b10001000;
			4'b1011: d1_seg <= 8'b10000011;
			4'b1100: d1_seg <= 8'b10100111;
			4'b1101: d1_seg <= 8'b10100001;
			4'b1110: d1_seg <= 8'b10000110;
			4'b1111: d1_seg <= 8'b10001110;
			default: d1_seg <= 8'b11111111;
		endcase
				case (d2)
			4'b0000: d2_seg <= 8'b11000000;
			4'b0001: d2_seg <= 8'b11111001;
			4'b0010: d2_seg <= 8'b10100100;
			4'b0011: d2_seg <= 8'b10110000;
			4'b0100: d2_seg <= 8'b10011001;
			4'b0101: d2_seg <= 8'b10010010;
			4'b0110: d2_seg <= 8'b10000010;
			4'b0110: d2_seg <= 8'b11111000;
			4'b1000: d2_seg <= 8'b10000000;
			4'b1001: d2_seg <= 8'b10010000;
			4'b1010: d2_seg <= 8'b10001000;
			4'b1011: d2_seg <= 8'b10000011;
			4'b1100: d2_seg <= 8'b10100111;
			4'b1101: d2_seg <= 8'b10100001;
			4'b1110: d2_seg <= 8'b10000110;
			4'b1111: d2_seg <= 8'b10001110;
			default: d2_seg <= 8'b11111111;
		endcase
		case (d3)
			4'b0000: d3_seg <= 8'b11000000;
			4'b0001: d3_seg <= 8'b11111001;
			4'b0010: d3_seg <= 8'b10100100;
			4'b0011: d3_seg <= 8'b10110000;
			4'b0100: d3_seg <= 8'b10011001;
			4'b0101: d3_seg <= 8'b10010010;
			4'b0110: d3_seg <= 8'b10000010;
			4'b0110: d3_seg <= 8'b11111000;
			4'b1000: d3_seg <= 8'b10000000;
			4'b1001: d3_seg <= 8'b10010000;
			4'b1010: d3_seg <= 8'b10001000;
			4'b1011: d3_seg <= 8'b10000011;
			4'b1100: d3_seg <= 8'b10100111;
			4'b1101: d3_seg <= 8'b10100001;
			4'b1110: d3_seg <= 8'b10000110;
			4'b1111: d3_seg <= 8'b10001110;
			default: d3_seg <= 8'b11111111;
		endcase
	end
endmodule
```
`./run.sh`:
```
#!/bin/bash
# OpenROAD 26Q1-2900-gdf79404cd8, Yosys 0.63+post, stock flow scripts
make -C /OpenROAD-flow-scripts/flow DESIGN_CONFIG=/design/flow/config.mk WORK_HOME=/design/flow/orfs finish
```
`./config.mk`:
```
export PLATFORM = sky130hd
export DESIGN_NAME = SevenSegmentDisplay
export DESIGN_NICKNAME = SevenSegmentDisplay
export VERILOG_FILES = /design/flow/design.v
export SDC_FILE = /design/flow/constraint.sdc
export NUM_CORES = 4
export LEC_CHECK = 1
export CORE_UTILIZATION = 30
```
`./constraint.sdc`:
```
current_design SevenSegmentDisplay

set clk_period 4.6
set clk_io_pct 0.2

create_clock -name clk0 -period $clk_period [get_ports {clk}]

set non_clock_inputs [all_inputs -no_clocks]
set_input_delay [expr $clk_period * $clk_io_pct] -clock clk0 $non_clock_inputs
set_output_delay [expr $clk_period * $clk_io_pct] -clock clk0 [all_outputs]
```
==> flow_summary.ini <==
; implementation run metrics
[die]
chipWidth_um = 83.4
floorplan.initialDensity = 0.312
dieArea_um2 = 6960
boundaryPins = 30
die_height_um = 83.4
rows = 29
floorplan.core_area_um2 = 6390

[final_timing]
timing.fmax_mhz = 351
finalCriticalPeriod_ps = 2850
fin_crit_sh = 0.620
finalSetupTns_ps = 0
rsz0062_at_grt = false
setup_viol_count_final = 0
worst_slew_margin_rel = 0.633
maxSlewViolCount = 0
timing.hold.ws_ps = 470
final-hold-violation-count = 0
worst-slew-pin-transition_ps = 549
fin_skew_ps = 5.28

[detailed_routing]
dr.first_iter.drc_count = 124
routed_via_density = 5.11
totalWireLength_mm = 4.23
drt.antenna.violating_nets = 0
remaining_drc_errors = 0
diodes = 0
detail_route.wl_per_cell_um = 12.8
vias = 1682
drt-pass1-iter-count = 4

[synthesis]
synth.yosys.seq_area_share = 0.247
synth.yosys.num_cells = 234
synth_cell_type_count = 50
numSynthFlops = 21
synth-edff-count = 7
synthesis.instances = 234
synth-area-yosys_um2 = 1990
syn_area_per_cell_um2 = 8.50
async_reset_ff_frac = 0
post_synth_instance_area_um2 = 1990
ff_type = dfxtp_1
ys.warnings.count = 1

[global_route]
antenna_found_initial = 0
grt_pass1_wl_mm = 6.96
grt_start_max_net_pins = 17
grt_pass1_vias = 1470
global_route.usage.total = 0.124
grt_remaining_overflow = 0

[critical_path]
critical_path_peak_fanout = 6
critPathKind = input pin to register
crit_path_cell_chain = clkdlybuf4s50_1 -> inv_1 -> ha_1 -> inv_1 -> mux4_2 -> o21ai_0 -> a2bb2oi_1 -> a221o_1
startpoint_type = input pin
cp_data_arrival_time_ps = 2860
cell_repeated_most_along_the_worst_path = inv_1
critical_path.max_stage_delay_ps = 570
critical-path-slowest-cell = clkdlybuf4s50_1
crit_path_end_kind = register
worst-endpoint-required_ps = 4610

[placement]
half_perimeter_wire_length_after_detailed_placement_mm = 3.28
number_of_port_buffers = 28
place.gp.congestion = 0.816

[cts]
clock_latency_ps = 260
maximum_level_of_the_cts_h_tree = 1
cts.reportedPaths.clkPinSlew_ps = 80
ctsHoldBuffers = 0
cts-buffers-inserted = 3
tritoncts_clock_tree = done
clock_tree.buffer_depth = 2
post-cts-setup-buffers = 0
clock_tree.root_cell = clkbuf_8
postCtsResizedCells = 0
clock_sinks = 21

[finish]
area_delta_synth_final_pct = 18.0
drive_gt1_frac = 0.0754
final.fill_count = 658

[min_path]
hp_class = register to register

[run]
stage_log_warnings = 42
maxCapViolations = 0

[power_and_ir_drop]
cellLeakagePower_nw = 0.951
vdd_drop_max_uv = 125
power.density_cell_area_nw_per_um2 = 186

[outcome]
run_status = completed
[final cells by class]
class / count / area (µm²) / share of cell area
Clock inverter: 1 / 5.00 / 0.00213
Inverter: 18 / 67.6 / 0.0288
Multi-Input combinational cell: 181 / 1370 / 0.582
Timing Repair Buffer: 28 / 280 / 0.119
Clock buffer: 3 / 41.3 / 0.0176
Sequential cell: 21 / 490 / 0.209
Tap cell: 77 / 96.3 / 0.0410
[through the flow]
step	cell area [µm²]	setup WS, ps	util	total power, mW	instances
detailed placement	2300	1480	0.360	0.323	325
global placement	2300	1490	0.360	0.323	325
floorplan	1990	2240	-	0.279	234
global route	2350	1650	0.368	0.462	329
CTS	2350	1750	0.368	0.442	329
finish	2350	1750	0.368	0.437	329
[placed cells by master (no fill, tap or decap), drive strengths merged, types with 8 or more instances in the layout]
cell type / instances
ha: 22
nor2: 30
a21oi: 11
clkdlybuf4s50: 28
o22ai: 9
mux2i: 8
o21ai: 18
dfxtp: 14
inv: 18
nand2: 11
[registers in the layout (all words and copies together), names as in the netlist]
name,flops
count,10
an,4
seg,7
[cell families after synthesis]
group           synth area share
xor+xnor                  0.0264
other cells              0.00188
flops                      0.247
compound gates             0.211
simple gates               0.195
mux                        0.114
fa+ha+maj                  0.138
buf+inv                   0.0667
[synth_stat cells, types with 2 or more instances]
library cell / number / area share
nor2_1: 30 / 0.057
buf_2: 4 / 0.010
o31ai_1: 2 / 0.0075
a32o_1: 3 / 0.015
dfxtp_1: 14 / 0.14
a22o_1: 2 / 0.0088
a31oi_1: 3 / 0.0094
a221o_1: 2 / 0.010
o31a_1: 2 / 0.0088
xor2_1: 4 / 0.018
ha_1: 22 / 0.14
o22ai_1: 9 / 0.028
edfxtp_1: 7 / 0.11
mux2i_1: 8 / 0.040
xnor2_1: 2 / 0.0088
nand3_1: 4 / 0.010
a2bb2oi_1: 2 / 0.0088
clkbuf_1: 8 / 0.015
nand2b_1: 5 / 0.016
nand3b_1: 2 / 0.0075
nor3_1: 2 / 0.0050
inv_1: 18 / 0.034
a21oi_1: 11 / 0.028
and3_1: 4 / 0.013
nand2_1: 11 / 0.021
mux4_2: 6 / 0.068
nor2b_1: 6 / 0.019
o21ai_0: 17 / 0.043
a21boi_0: 2 / 0.0075
buf_4: 2 / 0.0075
[metal layers]
layer | part of all wire | track usage
met1 | 0.52 | 0.212
met3 | 0.038 | 0.0121
met2 | 0.43 | 0.180
met4 | 0.0083 | 0.0108
met5 | 0 | 0
[worst max-delay path, delay by kind of cell]
family | cells | cell delay, ps
buf+inv | 3 | 730
fa+ha+maj | 1 | 290
mux | 1 | 450
compound gates | 3 | 470
[path summary, 6_finish.rpt]
path	from	endpoint	slack [ps]	cells past startpoint
max	d1[1]	seg[3]$_DFFE_PP_	1750	8
min reg2reg	an[3]$_SDFFE_PP0P_	an[3]$_SDFFE_PP0P_	470	2
min	an[3]$_SDFFE_PP0P_	an[3]$_SDFFE_PP0P_	470	2
max reg2reg	count[0]$_DFF_P_	count[4]$_DFF_P_	2470	7
[power by group]
| part | total [mW] | switching [mW] | internal [mW] |
|---|---|---|---|
| registers | 0.204 | 0.00465 | 0.200 |
| logic | 0.115 | 0.0532 | 0.0613 |
| clock network | 0.118 | 0.0578 | 0.0602 |
Power and IR drop assume default switching activity.
